==> flow/config.mk <==
export PLATFORM = sky130hd
export DESIGN_NAME = uart_top
export DESIGN_NICKNAME = uart_top
export VERILOG_FILES = /design/flow/design.v
export SDC_FILE = /design/flow/constraint.sdc
export NUM_CORES = 4
export LEC_CHECK = 1
export CORE_UTILIZATION = 40
==> flow/constraint.sdc <==
current_design uart_top

set clk_period 3.0
set clk_io_pct 0.2

create_clock -name clk0 -period $clk_period [get_ports {clk}]

set non_clock_inputs [all_inputs -no_clocks]
set_input_delay [expr $clk_period * $clk_io_pct] -clock clk0 $non_clock_inputs
set_output_delay [expr $clk_period * $clk_io_pct] -clock clk0 [all_outputs]
==> flow/design.v <==
parameter IDLE  = 3'h0;
parameter START = 3'h1;
parameter BUSY  = 3'h2;
parameter STOP  = 3'h3;
parameter RATE = 115200;
parameter FREQ = 125000000; 
parameter N_CYC = FREQ/RATE;
parameter D_WIDTH = 8;
parameter CNT_WIDTH = 11;  
module uart_top (
    input wire clk,
    input wire rst,
    input wire  uart_din,
    output wire uart_dout,
    output reg [3:0]ld 
);
wire [D_WIDTH-1:0]rx_din_data;
wire [D_WIDTH-1:0]tx_dout_data;
wire rx_busy;
wire [1:0]rx_state;
wire tx_en;
uart_rx rx(
    .clk(clk),
    .rst(rst),
    .rec_din(uart_din),
    .rec_dout(rx_din_data),
    .busy(rx_busy),
    .state_o(rx_state),
    .cnt_o()
);
assign tx_dout_data = {rx_din_data[0],rx_din_data[1],rx_din_data[2],rx_din_data[3],rx_din_data[4],rx_din_data[5],rx_din_data[6],rx_din_data[7]};
assign tx_en = (rx_state == STOP)?1'b1:1'b0;
uart_tx tx(
    .clk(clk),
    .rst(rst),
    .en(tx_en),
    .send_din(tx_dout_data),
    .send_dout(uart_dout),
    .busy()
);
endmodule
module uart_tx (
    input wire clk,
    input wire rst,
    input wire en,
    input wire [D_WIDTH-1:0] send_din,
    output wire send_dout,
    output wire busy
);
reg [1:0]r_state = IDLE;
reg [CNT_WIDTH-1:0]r_cnt = 0;
reg [3:0]r_bit_cnt = 0;
reg r_send_dout = 1;
reg [D_WIDTH-1:0]r_send_din;
assign send_dout = r_send_dout;
assign busy = r_state[0]|r_state[1];
always@(posedge clk)begin
    if(en && r_state == IDLE)begin
        r_state <= START;
    end
    else if (r_state == START) begin
        r_send_dout <= 0;
        r_send_din <= send_din;
        if(r_cnt < N_CYC-1)begin
            r_cnt <= r_cnt + 1;
        end
        else if (r_cnt == N_CYC-1) begin
            r_cnt <= 0;
            r_state <= BUSY;
        end        
    end
    else if (r_state == BUSY) begin
        if(r_cnt < N_CYC-1)begin
            r_cnt <= r_cnt + 1;
            if (r_cnt == 0) begin
                r_send_dout <= r_send_din[r_bit_cnt];
            end
        end
        else if(r_cnt == N_CYC-1)begin
            r_cnt <= 0;
            r_bit_cnt <= r_bit_cnt+1;
            if(r_bit_cnt == D_WIDTH-1)begin
               r_bit_cnt <= 0;
               r_state <= STOP;
            end
        end
    end
    else if (r_state == STOP) begin
        r_send_dout <= 1;
        if(r_cnt < N_CYC-1)begin
            r_cnt <= r_cnt + 1;
        end
        else if(r_cnt == N_CYC-1)begin
            r_cnt <= 0;
            r_state <= IDLE;
        end
    end    
end
endmodule
module uart_rx (
    input wire clk,
    input wire rst,
    input wire  rec_din,
    output reg[D_WIDTH-1:0] rec_dout,
    output wire busy,
    output wire [1:0] state_o,
    output wire [CNT_WIDTH-1:0]cnt_o
);
reg [1:0]r_din;
reg [1:0]r_state = IDLE;
reg [CNT_WIDTH-1:0]r_cnt = 0;
reg [3:0]r_bit_cnt = 0;
assign state_o = r_state;
assign cnt_o = r_cnt; 
assign busy = r_state[0]|r_state[1];
always@(posedge clk)begin
    r_din <= {r_din[0],rec_din};
    if (r_din[1] == 1'b1 && r_din[0] == 1'b0 && r_state == IDLE) begin
        r_state <= START;
    end
    else if (r_state == START) begin
        if(r_cnt < N_CYC-1)begin
            r_cnt <= r_cnt + 1;
        end
        else if (r_cnt == N_CYC-1) begin
            r_cnt <= 0;
            r_state <= BUSY;
        end
    end
    else if (r_state == BUSY) begin
        if(r_cnt < N_CYC-1)begin
            r_cnt <= r_cnt + 1;
            if (r_cnt == N_CYC/2) begin
                rec_dout <= {rec_dout[6:0],rec_din};
            end
        end
        else if(r_cnt == N_CYC-1)begin
            r_cnt <= 0;
            r_bit_cnt <= r_bit_cnt+1;
            if(r_bit_cnt == D_WIDTH-1)begin
               r_bit_cnt <= 0;
               r_state <= STOP;
            end
        end
    end
    else if (r_state == STOP) begin
        if(r_cnt < N_CYC-1)begin
            r_cnt <= r_cnt + 1;
        end
        else if(r_cnt == N_CYC-1)begin
            r_cnt <= 0;
            r_state <= IDLE;
        end
    end
end
endmodule
==> flow/run.sh <==
#!/bin/bash
# OpenROAD 26Q1-2900-gdf79404cd8, Yosys 0.63+post, stock flow scripts
make -C /OpenROAD-flow-scripts/flow DESIGN_CONFIG=/design/flow/config.mk WORK_HOME=/design/flow/orfs finish
==> CHANGELOG.md <==
### Metrics

* Root Driver: clkbuf_8
* Drt wl/cell at 13.0 um
* Busiest grt layer: met1
* N_diodes at 0
* OpenROAD warning count at 39
* Design Area, Final at 0.00288 mm^2
* Core footprint at 0.00639 mm^2
* Yosys stat cell total at 215
* Final setup vio count at 0
* Flop pwr share at approximately 66%
* Outcome: complete, no violations
* Comb power frac at 0.2%
* Die X at 83.8 um
* # IOs at 8
* Final ANT Viol Nets at 0
* Buf/Inv on CP at 1
* Routing usage on met3 at 2.21%
* Setup repair bufs after CTS at 0
* Clk sinks at 53
* Fill count at 573
* Yosys stat chip area at around 0.0027 mm^2
* Setup_tns at 0 ps
* Main flop type: edfxtp_1
* Port buffer count at 2
* GRT Total Usage at 12.8%
* Vias/cell at 5.19
* Critical Path Start Type: flop
* First-pass GRT wire length at 6950 um
* Total CTS buffers at 5
* Grt met1 use at between 20% and 30%
* Maximum VDD drop at 0.000238 V
* CTS max path bufs at 2
* Die Ht at 83.8 um
* Clock Power Share at around a third
* Cells after Synth at 215
* Vias in the first global route at about 1500
* Most frequent cells in the layout: edfxtp_1 (47), nor2_1 (24), ha_1 (19)
* Synth async-reset ratio at 0%
* Critical-path cell list: nor4_2 -> o21ai_0 -> a211oi_1 -> buf_4
* Area post-placement at 0.00278 mm^2
* GR Overflow Total at 0
* Most numerous logic cell after layout: edfxtp_1
* Max Freq at 0.527 GHz
* P_leak at between 1 and 1.5 nW
* Worst skew pair latency at ~300 ps
* Vias at 1563
* WL final at around 3900 um
* Hold Path Class: flop to flop
* Final Skew at around 11 ps
* Netlist Area Pre-Place at 0.00268 mm^2
* PnR worst setup slack at around 1100 ps
* Crit path capture type: flop
* Area of the chip at 0.00702 mm^2
* Initial antenna violation count at 0
* Worst path max stage delay at around 480 ps
* Residual DRC at 0
* Setup CP Type: flop to flop
* Seq cells post-synth at ~53
* Mean Syn Cell Area at 12.4 um^2
* Pint at 962 uW
* WP data arrival at between 1500 and 2000 ps
* Cts hold-fix bufs at 0
* Period utilization at a little over three fifths
* Sw frac at 20.4%
* Max cap viols at 0
* Layout cell share with drive strength beyond 1 at 8.48%
* Synth warn at 6
* P per Cell Area at between 400 and 500 mW/mm^2
* CTS tree: yes
* Cts repair resizes at 0
* Largest net degree at the start of global routing at 19
* Minimum clock period at around 1900 ps
* Top Family by Delay on Critical Path: flip-flops
* Starting DRT DRC Count at 80
* DP Worst Slack at 1110 ps
* Post-synth EDFFs at 47
* Seq/Total Area, Yosys at 57.2%
* Met2 Use GR at 17.7%
* Worst Path Max Fanout at 11
* RD Place Congestion at a little under 0.9
* Required @ worst endpoint at just over 3000 ps
* Final hold violation count at 0
* Slew Limit Fails at 0
* RSZ-0062 raised after global routing: false
* Site Rows at 29
* Placed wire-length estimate at approximately 2700 um
* Area Growth Syn to Fin at 7.53%
* Psw at approximately 250 uW
* Pre-antenna DRT Iters at 4
* Cell variety after synth at 42
* CTS clk-pin slew, worst paths at roughly 100 ps
* CP max stage cell: edfxtp_1
* FP Util at between 40% and 50%
* Max H-tree Level at 2
metal layers:
metal / share of wire, % / vias up
li1: - / 802
met4: 1.2 / 0
met2: 43 / 28
met3: 3.5 / 4
met5: 0 / -
met1: 52 / 729
worst register-to-register path, cell delays in order, from the launching register on:
cell and delay, ps:
edfxtp_1 480, nor4_2 470, o21ai_0 170, a211oi_1 260, buf_4 240
Yosys cell counts, types with 3 or more instances:
cell type	count	area, um^2
nand4_1	6	37.5
nor2_1	24	90.1
o31ai_1	3	22.5
xor2_1	12	105
nand3b_1	3	22.5
edfxtp_1	47	1410
inv_1	10	37.5
ha_1	19	238
nor2b_1	4	25.0
and2_1	7	43.8
nor3_1	5	25.0
dfxtp_1	6	120
nand3_1	13	65.1
a21oi_1	4	20.0
xnor2_1	5	43.8
a31oi_1	4	25.0
nand2_1	7	26.3
buf_4	4	30.0
path summary, 6_finish.rpt:
path | startpoint | to | slack, ps | depth (start not counted)
worst max register to register | rx.r_cnt[7] | rx.r_cnt[5] | 1100 | 4
worst max-delay path | rx.r_cnt[7] | rx.r_cnt[5] | 1100 | 4
worst min-delay path | rx.r_din[0] | rx.r_din[1] | 360 | 0
worst min register to register | rx.r_din[0] | rx.r_din[1] | 360 | 0
logic make-up after synthesis:
family | share of synthesized area (%)
fa+ha+maj | 8.88
flops | 57.2
mux | 2.43
simple gates | 17.9
compound gates | 4.86
other cells | 0.140
xor+xnor | 5.56
buf+inv | 2.99
cell type report:
type                       count  area [um^2]  area share [%]
multi-input combinational    148         1080            37.4
sequential                    53         1530            53.2
clock buffer                   5         68.8            2.39
clock inverter                 3         25.0           0.870
timing repair buffer           5         42.5            1.48
tap                           77         96.3            3.35
inverter                      10         37.5            1.30
flip-flops by register name (all words and copies together), names as in the netlist:
signal / flops
rx.r_bit_cnt: 4
rx.r_din: 2
rx.r_cnt: 11
tx.r_cnt: 11
tx.r_send_din: 8
rx.r_state: 2
tx.r_bit_cnt: 4
tx.r_state: 2
rx.rec_dout: 8
tx.r_send_dout: 1
stage by stage:
stage	instances	util, %	hold slack (ps)	total power, mW
floorplan	218	-	336	0.813
global placement	293	43.6	346	0.811
detailed placement	293	43.6	359	0.811
CTS	301	45.1	366	1.23
global route	301	45.1	398	1.25
finish	301	45.1	364	1.21
power by group through the flow:
stage	logic (mW)	clock network, mW	registers [mW]
CTS	0.00211	0.432	0.792
global route	0.00243	0.457	0.792
finish	0.00204	0.414	0.792
No activity file was given, so power comes from the tool's default toggle rates.
